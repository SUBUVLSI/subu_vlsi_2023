==> ./run.sh <==
#!/bin/bash
# OpenROAD 26Q1-2900-gdf79404cd8, Yosys 0.63+post, stock flow scripts
make -C /OpenROAD-flow-scripts/flow DESIGN_CONFIG=/design/flow/config.mk WORK_HOME=/design/flow/orfs finish
==> ./config.mk <==
export PLATFORM = sky130hd
export DESIGN_NAME = T_matris_rom
export DESIGN_NICKNAME = T_matris_rom
export VERILOG_FILES = /design/flow/design.v
export SDC_FILE = /design/flow/constraint.sdc
export NUM_CORES = 4
export LEC_CHECK = 1
export CORE_AREA = 10 10 70 70
export DIE_AREA = 0 0 80 80
==> ./constraint.sdc <==
current_design T_matris_rom

set clk_period 1.4
set clk_io_pct 0.2

create_clock -name clk0 -period $clk_period [get_ports {clk_i}]

set non_clock_inputs [all_inputs -no_clocks]
set_input_delay [expr $clk_period * $clk_io_pct] -clock clk0 $non_clock_inputs
set_output_delay [expr $clk_period * $clk_io_pct] -clock clk0 [all_outputs]
==> ./design.v <==
`timescale 1ns / 1ps
module T_matris_rom(
    input wire clk_i,rst_i,rd_i,  
    input wire [5:0] addr_i,  
    output reg [31:0] data_o
    );
    reg [31:0] ROM[0:63];   
    initial begin
        ROM[0] = 32'b00111101111111111100101110010010;  
        ROM[1] = 32'b00111110001101001111000011011000;  
        ROM[2] = 32'b00111110001101001111000011011000;
        ROM[3] = 32'b00111110001101001111000011011000;
        ROM[4] = 32'b00111110001101001111000011011000;
        ROM[5] = 32'b00111110001101001111000011011000;
        ROM[6] = 32'b00111110001101001111000011011000;
        ROM[7] = 32'b00111110001101001111000011011000;
        ROM[8] = 32'b00111110001101001111000011011000;  
        ROM[9] = 32'b00111110100000000000000000000000;  
        ROM[10] = 32'b00111110100000000000000000000000; 
        ROM[11] = 32'b00111110100000000000000000000000; 
        ROM[12] = 32'b00111110100000000000000000000000; 
        ROM[13] = 32'b00111110100000000000000000000000; 
        ROM[14] = 32'b00111110100000000000000000000000; 
        ROM[15] = 32'b00111110100000000000000000000000; 
        ROM[16] = 32'b00111110001101001111000011011000;  
        ROM[17] = 32'b00111110100000000000000000000000;  
        ROM[18] = 32'b00111110100000000000000000000000; 
        ROM[19] = 32'b00111110100000000000000000000000; 
        ROM[20] = 32'b00111110100000000000000000000000; 
        ROM[21] = 32'b00111110100000000000000000000000; 
        ROM[22] = 32'b00111110100000000000000000000000; 
        ROM[23] = 32'b00111110100000000000000000000000; 
        ROM[24] = 32'b00111110001101001111000011011000;  
        ROM[25] = 32'b00111110100000000000000000000000;  
        ROM[26] = 32'b00111110100000000000000000000000; 
        ROM[27] = 32'b00111110100000000000000000000000; 
        ROM[28] = 32'b00111110100000000000000000000000; 
        ROM[29] = 32'b00111110100000000000000000000000; 
        ROM[30] = 32'b00111110100000000000000000000000; 
        ROM[31] = 32'b00111110100000000000000000000000; 
        ROM[32] = 32'b00111110001101001111000011011000;  
        ROM[33] = 32'b00111110100000000000000000000000;  
        ROM[34] = 32'b00111110100000000000000000000000; 
        ROM[35] = 32'b00111110100000000000000000000000; 
        ROM[36] = 32'b00111110100000000000000000000000; 
        ROM[37] = 32'b00111110100000000000000000000000; 
        ROM[38] = 32'b00111110100000000000000000000000; 
        ROM[39] = 32'b00111110100000000000000000000000; 
        ROM[40] = 32'b00111110001101001111000011011000;  
        ROM[41] = 32'b00111110100000000000000000000000;  
        ROM[42] = 32'b00111110100000000000000000000000; 
        ROM[43] = 32'b00111110100000000000000000000000; 
        ROM[44] = 32'b00111110100000000000000000000000; 
        ROM[45] = 32'b00111110100000000000000000000000; 
        ROM[46] = 32'b00111110100000000000000000000000; 
        ROM[47] = 32'b00111110100000000000000000000000; 
        ROM[48] = 32'b00111110001101001111000011011000;  
        ROM[49] = 32'b00111110100000000000000000000000;  
        ROM[50] = 32'b00111110100000000000000000000000; 
        ROM[51] = 32'b00111110100000000000000000000000; 
        ROM[52] = 32'b00111110100000000000000000000000; 
        ROM[53] = 32'b00111110100000000000000000000000; 
        ROM[54] = 32'b00111110100000000000000000000000; 
        ROM[55] = 32'b00111110100000000000000000000000; 
        ROM[56] = 32'b00111110001101001111000011011000;  
        ROM[57] = 32'b00111110100000000000000000000000;  
        ROM[58] = 32'b00111110100000000000000000000000; 
        ROM[59] = 32'b00111110100000000000000000000000; 
        ROM[60] = 32'b00111110100000000000000000000000; 
        ROM[61] = 32'b00111110100000000000000000000000; 
        ROM[62] = 32'b00111110100000000000000000000000; 
        ROM[63] = 32'b00111110100000000000000000000000; 
     end
        always @(posedge clk_i) begin
            if(rst_i)begin
            end else begin
               if(rd_i == 1)begin
                   data_o <= ROM[addr_i];
               end else begin
               end
            end
        end
endmodule
==> results.cfg <==
; implementation run metrics
[global_route]
grtUsageTotal_pct = 2.70
grt_pass1_vias = 314
grt_pass1_wl_um = 1410
grt_max_degree = 7
grt_overflow_total = 0
antenna_found_initial = 0

[timing]
hold_viol_final = 0
max_freq_mhz = 682
fin_ws_ns = -0.0670
rsz0062_at_grt = true
post-route-period-util_pct = 105
report.final.setup_viol = 9
min_period_ns = 1.47
slew_violations = 0

[placement]
dp_worst_setup_slack_ns = -0.0108
io_buffers = 30
place_congestion = 0.733
dpl.cell_count = 101
dpl.hpwl_um = 870

[die]
fp-row-count = 21
chipArea_sq_um = 6400
initCoreUtil_pct = 12.3
io_pins = 41
dieHeight_um = 80
die_w_um = 80
core_sq_um = 3420

[power_and_ir_drop]
peakVddDrop_v = 0.000334
leakagePower_nw = 0.282
power_frac_seq_pct = 39.8
combPwrFrac_pct = 24.8
p_clk_share_pct = 35.4
p_per_area_nw_per_um2 = 678
p_int_uw = 371
swShare_pct = 18.7
p_sw_uw = 85.0

[logic_synthesis]
ys_chip_area_sq_um = 420
ys_sh_simple_pct = 10.1
ys_types = 10
top_cell = buf_4
ys_top_cells_by_count = buf_4, edfxtp_1, conb_1, nor3_2
fa_ha_area_share_pct = 0
synthFlopType = edfxtp_1
area_leaders = buf_4, edfxtp_1, nor3_2
logic_family = buffers and inverters
ys_seq_share_pct = 35.7
synth-edff-count = 5
ys_sh_aoi_pct = 0
synth-xor-area-share_pct = 4.17
ys_sh_mux_pct = 0
yosys.area.top_type = buf_4
synth_flops = 5
avgSynthCellArea_sq_um = 10.0
syn_inst = 42
synthArstFlopShare_pct = 0
synth_warnings = 1
ys_cells = 42
synthesis.area_sq_um = 420
top_area_share_pct = 48.2

[critical_path]
crit_required_ns = 1.12
crit_path_end_kind = output pin
critPathKind = reg2out
start_kind = register
crit_path_max_fanout = 5
critical_path_arrival_ns = 1.19

[detailed_routing]
diodes = 0
drt_wl_total_um = 1000
vias = 288
first_pass_iters = 2
ant_nets = 0
routed_via_density = 2.64
drc = 0
drtIter0Drc = 2
wire_per_inst_um = 9.19

[cells_and_area]
fin_util_pct = 19.7
largest-register = data_o
largest_register_ffs = 5
n_fill_cell = 378
drive_gt1_share_pct = 17.5
reg.largest.list = data_o x5
syn_to_final_growth_pct = 59.8
instances_no_fill = 109

[run]
cap_violations = 0
warning_count = 27

[cts]
clock-sinks = 5
clkTransAtPathRegs_ns = 0.04
cts_tree = yes
htreeDepth = 1
cts_buffers = 3
clockRootBuffer = clkbuf_4
clock_path_buffers = 2

[hold_path]
holdPathEnd = data_o[25]$_SDFFCE_PP1P_
whs_path_depth = 3
min_path_type = in2reg
worstHoldStart = addr_i[5]

[outcome]
violations = setup timing
status = finished, violations left
==> cell families after synthesis <==
logic type,after synthesis
flip-flops,5
other,2
AND/OR/NAND/NOR,6
buffers and inverters,27
XOR/XNOR,2
==> layer usage <==
layer	wire length (um)	vias to the layer above	GRT usage (%)
met5	0	-	0
met4	10	0	0.528
met3	204	2	2.27
met2	442	27	4.33
met1	344	123	2.64
li1	-	136	-
==> critical path, stage by stage, from the launching register on <==
cell,delay [ns]
edfxtp_1,0.37
buf_4,0.16
clkdlybuf4s50_1,0.41
==> timing repair <==
| action | CTS | global route |
|---|---|---|
| endpoints found under the hold margin | 0 | 0 |
| hold buffers | 0 | 0 |
| setup buffers | 4 | 0 |
| resized | 9 | 3 |
| endpoints found under the setup margin | 20 | 11 |
| gates cloned | 0 | 0 |
==> cell type report <==
type | count | area, sq um | share of cell area [%]
multi-input combinational | 18 | 97.6 | 14.5
tap | 46 | 57.6 | 8.57
timing repair buffer | 36 | 340 | 50.7
sequential | 5 | 150 | 22.3
clock buffer | 4 | 26.3 | 3.91
==> placed cells by master, fill, tap and decap left out <==
cell,instances
or2_1,1
clkdlybuf4s50_1,20
conb_1,10
nand2_1,1
clkbuf_4,3
and2_1,1
xnor2_1,1
clkbuf_1,1
nor2b_1,1
edfxtp_1,5
dlygate4sd2_1,8
xor2_1,1
buf_4,6
dlymetal6s2s_1,2
nor3_2,2
==> stage by stage <==
stage	hold WS, ns	power (mW)	TNS [ns]	cell area, sq um
after detailed placement	0.993	0.303	-0.0162	621
after global placement	0.985	0.302	-0.00603	621
after global routing	0.763	0.485	-0.956	672
after CTS	0.737	0.471	-0.609	664
after floorplan	0.468	0.250	0	450
final	0.744	0.456	-0.530	672
==> power groups by stage <==
stage / registers, mW / logic [mW] / clock network, mW
CTS: 0.182 / 0.118 / 0.171
global route: 0.183 / 0.126 / 0.176
finish: 0.181 / 0.113 / 0.161
==> how the worst max path moves through the flow <==
stage	from	endpoint	slack [ns]
global route	data_o[22]$_SDFFCE_PP0P_	data_o[9]	-0.12
finish	data_o[22]$_SDFFCE_PP0P_	data_o[1]	-0.07
CTS	data_o[22]$_SDFFCE_PP0P_	data_o[16]	-0.07
Power is estimated from default activity; no workload was simulated.
