[design/flow/config.mk]
export PLATFORM = sky130hd
export DESIGN_NAME = gauss1
export DESIGN_NICKNAME = gauss1
export VERILOG_FILES = /design/flow/design.v
export SDC_FILE = /design/flow/constraint.sdc
export NUM_CORES = 4
export LEC_CHECK = 1
export CORE_UTILIZATION = 30
[design/flow/constraint.sdc]
current_design gauss1

set clk_period 9.1
set clk_io_pct 0.2

create_clock -name clk0 -period $clk_period [get_ports {clk_i_g}]

set non_clock_inputs [all_inputs -no_clocks]
set_input_delay [expr $clk_period * $clk_io_pct] -clock clk0 $non_clock_inputs
set_output_delay [expr $clk_period * $clk_io_pct] -clock clk0 [all_outputs]
[design/flow/design.v]
`timescale 100ns / 1ps
module gauss1 (  
    input       clk_i_g,rst_i_g,
    input       en_i_g, 
    input [7:0] data_i_0 , 
    input [7:0] data_i_1 ,
    input [7:0] data_i_2 ,
    input [7:0] data_i_3 ,
    input [7:0] data_i_4 ,
    input [7:0] data_i_5 ,
    input [7:0] data_i_6 ,
    input [7:0] data_i_7 ,
    input [7:0] data_i_8 , 
    output[7:0] data_o ,
    output sonuc_done
     );
    reg sonuc_done_g=0;
    reg [15:0] mult_data [0:8];
    reg [7:0]  data_i_reg [0:8];
    reg [16:0] sum_data = 0 ;  
    reg [16:0] sum_data2 = 0 ;
    reg [7:0]  div_data;
    reg [7:0]  kernel_gaussian [0:8];
    integer    sayac = 0;
    reg [6:0]  durum = 0 ;
    integer    i = 0 ; 
    integer    g_sayac = 0;  
    initial
    begin
       kernel_gaussian[0] = 8'b00000001 ;
       kernel_gaussian[1] = 8'b00000010 ; 
       kernel_gaussian[2] = 8'b00000001 ;
       kernel_gaussian[3] = 8'b00000010 ;
       kernel_gaussian[4] = 8'b00000100 ;
       kernel_gaussian[5] = 8'b00000010 ;
       kernel_gaussian[6] = 8'b00000001 ; 
       kernel_gaussian[7] = 8'b00000010 ;
       kernel_gaussian[8] = 8'b00000001 ;
    end
    always @ ( posedge clk_i_g) begin  
        if(!rst_i_g) begin 
        end else begin
           if(en_i_g==1) begin
            g_sayac=g_sayac+1;
            case (durum)
                0:begin
                 if(sayac<3)begin
                    data_i_reg[0]=data_i_0;            
                    data_i_reg[1]=data_i_1;
                    data_i_reg[2]=data_i_2;
                    data_i_reg[3]=data_i_3;
                    data_i_reg[4]=data_i_4;
                    data_i_reg[5]=data_i_5;
                    data_i_reg[6]=data_i_6;
                    data_i_reg[7]=data_i_7;
                    data_i_reg[8]=data_i_8;
                    sayac=sayac+1;
                 end 
                 else begin
                    durum = 1;
                    sayac=0;
                 end
                end
                1:begin
                  if(sayac<9)begin
                    mult_data[i] <= kernel_gaussian[i] * data_i_reg[i];
                    sayac=sayac+1;
                    i=i+1;
                    durum=1;
                  end 
                  else begin
                    sayac=0;
                    i=0;
                    durum=2;
                  end
                end
                2:begin
                 if(sayac<9)begin
                 sum_data <= sum_data+ mult_data[i];
                 sayac = sayac+1;
                 i = i + 1;
                 durum=2;
                 end
                 else begin
                  durum=3;
                 end
                end
                3:begin
                 sum_data2 <=sum_data2 + sum_data;
                 durum=4;
                end
                4:begin
                 sum_data2 <= sum_data2 >> 4;  
                 durum=5;
                end
                5:begin
                 div_data <= sum_data2;
                 sonuc_done_g<=1;
                 durum=6;
                end
               6:begin
                i<=0;
                sayac<=0;
                sum_data2<=0;
                sum_data<=0;
                mult_data [0]<=0;
                mult_data [1]<=0;
                mult_data [2]<=0;
                mult_data [3]<=0;
                mult_data [4]<=0;
                mult_data [5]<=0;
                mult_data [6]<=0;
                mult_data [7]<=0; 
                mult_data [8]<=0; 
                data_i_reg[0]<=0;
                data_i_reg[1]<=0;
                data_i_reg[2]<=0;
                data_i_reg[3]<=0;
                data_i_reg[4]<=0;
                data_i_reg[5]<=0; 
                data_i_reg[6]<=0;
                data_i_reg[7]<=0;
                data_i_reg[8]<=0;
                g_sayac<=0;
                durum<=0;
                sonuc_done_g<=0;
               end
            endcase
          end else begin
           g_sayac=0;
           durum=0;
          end
        end
     end
   assign data_o = div_data;
   assign sonuc_done=sonuc_done_g;
endmodule
[design/flow/run.sh]
#!/bin/bash
# OpenROAD 26Q1-2900-gdf79404cd8, Yosys 0.63+post, stock flow scripts
make -C /OpenROAD-flow-scripts/flow DESIGN_CONFIG=/design/flow/config.mk WORK_HOME=/design/flow/orfs finish
==> run summary <==
fresh numbers from the pnr run: routed length per instance=18.3 um, core footprint=59,000 um^2, max reg flops=208, Filler cells=5,616, Worst Path Buf+Inv=3, Die Height=246 um, Syn Std Cell Area=17,900 um^2, Std-Cell Rows=89, DR vias/cell=5.03, leakage power=0.00754 uW, Longest Clk Path Bufs=3, top cells by count=245 x edfxtp_1, 150 x nor2_1, 146 x nand2_1, count of tool warnings=31, vias in the first global route=12,000, Hold-fix buffers, CTS=0, CP delay by family, top=adder cells, Tot GR Track Use=15.2%, Clock transition at path regs=0.06 ns, cells after synthesis=1,505, max frequency=168 MHz, critical path's most frequent cell=ha_1, TritonCTS buffer count=40, PD cells=177 nW/um^2, layout cells sized above 1=12.4%, register share after synthesis=54.2%, post-CTS setup buffer count=0, global-route wire length before repair=67,300 um, total power=3710 uW, Die X=246 um, VDD IR-drop max=152 uV, Setup crit end kind=flip-flop, initial antenna violation count=0, largest net degree at the start of global routing=79, class of the worst hold path=flip-flop to flip-flop, H-tree depth=2, io pins=84, Arr. time, crit path=6.37 ns, Slew @ Worst Pin=0.873 ns, drt drc=0, clk latency late pin=0.57 ns, final design instance area without fill=21,000 um^2, Syn. warnings=2, total die size=60,600 um^2, final RePlAce weighted congestion=0.930, min Tclk post-route=5.94 ns, crit path max fanout=14, Slew Viols, Final=0, hpwl dp=29,200 um, Cell Area, Placed=19,700 um^2, root buffer cell=clkbuf_16, fp util=30.3%, Yosys cell types=76, Yosys reg bits=362, CTS tree=built, Starting DRT DRC Count=792, CP Cell Sequence=inv_1 > ha_1 > a2111o_1 > nand2_1 > nand2_1 > a41o_1 > or2_2 > fa_1 > inv_1 > ha_1 > ha_1 > ha_1 > ha_1 > a21oi_1 > o21ai_0 > o31ai_1 > xor2_1 > inv_1 > nor2_1 > nor3_1, startpoint types=flip-flop, Most used DFF post-synth=edfxtp_1, Synth area leader=edfxtp_1, ANT cells=0, final hold vios=0, placed instance count=2,325, Syn Area/Cell=11.9 um^2, CTS Sinks=362, CP Data Required Time=9.53 ns, Layout area overhead=17.4%, RSZ-0062 raised after global routing=false, ys cells=1,505, Post-synth EDFFs=245, Max Cap Viol=0, fin cells=2,397, setup_tns=0 ns, final hold slack=0.452 ns, Largest stage delay, worst path=0.53 ns, number of port buffers=83, Max-slew headroom=41.2%, Final Skew=0.0344 ns, status=finished, final reports clean, share of the synthesized area in the top cell type=41.1%, DRT Wirelength=43,800 um, share of synthesized registers carrying an async set or reset=0%, Yosys top cell by instances=edfxtp_1, final setup violation count=0, Post-CTS Resized=0, Setup CP Type=flip-flop to flip-flop, DRT Pass-1 Iters=6, gr ovfl total=0, final worst path period share=65.3%, Crit-path slowest cell=fa_1, post-route ant nets=0, YS chip area=17,900 um^2, biggest area cells=edfxtp_1 41%, dfxtp_1 13%, mux4_2 8.2%, total number of vias=12,100
-- metal layers --
layer	up-vias	track usage (%)	part of all wire (%)
met5	-	0.572	0
met4	0	3.71	2.8
met3	77	6.77	10
met2	432	23.6	48
met1	5825	19.7	39
li1	5734	-	-
-- per-stage QoR --
stage	setup WS (ns)	util, %
after floorplan	1.26	-
after CTS	3.19	35.6
final	3.16	35.6
after global placement	3.30	33.4
after global routing	2.72	35.6
after detailed placement	3.23	33.4
-- cell usage in the layout (no fill, tap or decap), types with 19 or more instances in the layout --
master and count:
a21oi_1 70, and2_1 85, and3_1 19, buf_4 44, clkbuf_16 41, clkdlybuf4s50_1 83
dfxtp_1 117, edfxtp_1 245, ha_1 69, inv_1 30, mux2i_1 47, mux4_2 65
nand2_1 146, nand3_1 54, nor2_1 149, nor3_1 22, o21ai_0 40, xor2_1 42
-- power breakdown --
group	switching (uW)	internal, uW
Combinational	163	126
Clock	666	928
Sequential	24.8	1800
-- area by class of cell --
cell class	instances	area [um^2]	area share, %
inverter	33	124	0.590
clock buffer	54	1120	5.36
multi-input combinational	1030	7760	36.9
clock inverter	18	165	0.787
timing repair buffer	127	1160	5.53
sequential	362	9700	46.2
tap	773	967	4.61
-- cells by family (layout without fill, tap and decap cells) --
family | count (synthesis) | count (layout) | synth area share, %
muxes | 114 | 114 | 10.9
buffers and inverters | 113 | 232 | 2.59
xor gates and xnor gates | 54 | 54 | 2.64
DFF | 362 | 362 | 54.2
and+or+nand+nor | 554 | 554 | 15.2
AOI/OAI and AO/OA | 231 | 231 | 8.73
adders and majority gates | 77 | 77 | 5.72
-- tightest hold or removal path: cells and delay by family, from the launching register on --
family,cells,cell delay [ns]
simple gates,1,0.05
flops,1,0.30
compound gates,1,0.05
-- worst paths after layout --
| kind | start | endpoint | slack [ns] | cells after the start |
|---|---|---|---|---|
| worst max-delay path | i[0] | mult_data[6][10] | 3.16 | 20 |
| worst min register to register | mult_data[3][3] | mult_data[3][3] | 0.45 | 2 |
| worst min-delay path | mult_data[3][3] | mult_data[3][3] | 0.45 | 2 |
| worst max register to register | i[0] | mult_data[6][10] | 3.16 | 20 |
No activity file was given, so power comes from the tool's default toggle rates.
