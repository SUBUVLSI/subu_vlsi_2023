==> ./design.v <==
`timescale 1ns / 1ps
module sobel1 ( 
    input clk_i_s,rst_i_s,
    input en_i,
    input [7:0] data_i_0 , 
    input [7:0] data_i_1 ,
    input [7:0] data_i_2 ,
    input [7:0] data_i_3 ,
    input [7:0] data_i_4 ,
    input [7:0] data_i_5 ,
    input [7:0] data_i_6 ,
    input [7:0] data_i_7 ,
    input [7:0] data_i_8 ,
    output [8:0] data_o ,
    output sonuc_done
     );
    reg sonuc_done_s=0;
    reg signed [8:0]  data_i_regx [0:8];
    reg signed [8:0]  data_i_regy [0:8];
    reg signed [19:0] mult_data_x [0:8];
    reg signed [19:0] mult_data_x_reg [0:8]; 
    reg signed [19:0] sum_data_x = 0 ;  
    reg signed [19:0] sum_data_x_2 = 0 ;
    reg signed [19:0] mult_data_y [0:8];
    reg signed [19:0] mult_data_y_reg [0:8]; 
    reg signed [19:0] sum_data_y = 0 ;  
    reg signed [19:0] sum_data_y_2 = 0 ;
    reg signed [8:0] kernel_sobel_x [0:8];
    reg signed [8:0] kernel_sobel_y [0:8];
    reg signed [19:0] sonuc;
    reg signed [19:0] sonuc1;
    integer sayac = 0;
    reg [13:0] durum = 0 ;
    integer i = 0 ; 
    integer g_sayac=0;
    initial
    begin
       kernel_sobel_x[0] = 9'b111111111 ;
       kernel_sobel_x[1] = 9'b000000000 ; 
       kernel_sobel_x[2] = 9'b000000001 ;
       kernel_sobel_x[3] = 9'b111111110 ;
       kernel_sobel_x[4] = 9'b000000000 ;
       kernel_sobel_x[5] = 9'b000000010 ;
       kernel_sobel_x[6] = 9'b111111111 ; 
       kernel_sobel_x[7] = 9'b000000000 ;
       kernel_sobel_x[8] = 9'b000000001 ;
    end
   initial
   begin
       kernel_sobel_y[0] = 9'b111111111 ;
       kernel_sobel_y[1] = 9'b111111110 ; 
       kernel_sobel_y[2] = 9'b111111111 ;
       kernel_sobel_y[3] = 9'b000000000 ;
       kernel_sobel_y[4] = 9'b000000000 ;
       kernel_sobel_y[5] = 9'b000000000 ;
       kernel_sobel_y[6] = 9'b000000001 ; 
       kernel_sobel_y[7] = 9'b000000010 ;
       kernel_sobel_y[8] = 9'b000000001 ;
   end
    always @ (posedge clk_i_s) begin  
        if(!rst_i_s) begin 
        sayac = 0;
        i = 0;
        end else begin
            if(en_i==1) begin
            g_sayac=g_sayac+1;
            case (durum)
                0:begin
                 if(sayac<3)begin
                    data_i_regx[0]=data_i_0;
                    data_i_regx[1]=data_i_1;
                    data_i_regx[2]=data_i_2;
                    data_i_regx[3]=data_i_3;
                    data_i_regx[4]=data_i_4;
                    data_i_regx[5]=data_i_5;
                    data_i_regx[6]=data_i_6;
                    data_i_regx[7]=data_i_7;
                    data_i_regx[8]=data_i_8;
                    sayac=sayac+1;
                 end 
                 else begin
                    sayac=0;
                    durum = 15;
                 end
                end
                15:begin
                  if(sayac<3)begin
                    data_i_regy[0]=data_i_0;
                    data_i_regy[1]=data_i_1;
                    data_i_regy[2]=data_i_2;
                    data_i_regy[3]=data_i_3;
                    data_i_regy[4]=data_i_4;
                    data_i_regy[5]=data_i_5;
                    data_i_regy[6]=data_i_6;
                    data_i_regy[7]=data_i_7;
                    data_i_regy[8]=data_i_8;
                    sayac=sayac+1;    
                 end 
                 else begin
                    sayac=0;
                    durum = 1;
                 end 
                end
                1:begin
                  if(sayac<9)begin
                    mult_data_x[i] <= kernel_sobel_x[i] * data_i_regx[i];
                    sayac=sayac+1;
                    i=i+1;
                    durum=1;
                  end 
                  else begin
                    sayac=0;
                    i=0;
                    durum=2;
                  end
                end
                2:begin 
                 if(sayac<9)begin
                  mult_data_x_reg [i] = mult_data_x [i];
                  sayac = sayac+1 ;
                  i = i+1;
                  durum=2;
                 end
                 else begin
                  sayac = 0;
                  i=0;
                  durum=3;
                 end
                end
                3:begin
                 if(sayac<9)begin
                 sum_data_x <= sum_data_x + mult_data_x_reg[i];
                 sayac = sayac+1;
                 i = i + 1;
                 durum=3;
                 end
                 else begin
                  durum=4;
                 end
                end
                4:begin
                 sum_data_x_2 <= sum_data_x_2 + sum_data_x;
                 durum=5;
                end
                5:begin  
                 if(sum_data_x_2<0)begin
                  sum_data_x_2 =0;
                  i=0;
                  sayac=0;
                  durum=6;
                 end
                 if(sum_data_x_2>255) begin
                  sum_data_x_2 =255;
                  sayac=0;
                  i=0;
                  durum=6;
                 end
                 else begin
                 sum_data_x_2 =sum_data_x_2;
                 sayac=0;
                 i=0;
                 durum=6;
                 end
                end
                6:begin
                  if(sayac<9)begin
                    mult_data_y[i] <= kernel_sobel_y[i] * data_i_regy[i];
                    sayac=sayac+1;
                    i=i+1;
                    durum=6;
                  end 
                  else begin
                    sayac=0;
                    i=0;
                    durum=7;
                  end
                end
                7:begin 
                 if(sayac<9)begin
                  mult_data_y_reg [i] = mult_data_y [i];
                  sayac = sayac+1 ;
                  i = i+1;
                  durum=7;
                 end
                 else begin
                  sayac = 0;
                  i=0;
                  durum=8;
                 end
                end
                8:begin
                 if(sayac<9)begin
                 sum_data_y <= sum_data_y + mult_data_y_reg[i];
                 sayac = sayac+1;
                 i = i + 1;
                 durum=8;
                 end
                 else begin
                  durum=9;
                 end
                end
                9:begin
                 sum_data_y_2 <= sum_data_y_2 + sum_data_y;
                 durum=10;
                end
                10:begin  
                 if(sum_data_y_2<0)begin
                  sum_data_y_2 =0;
                 end
                 if(sum_data_y_2>255) begin
                  sum_data_y_2 =255;
                 end
                 else begin
                 sum_data_y_2 =sum_data_y_2;
                 end
                 durum=11;
                end
                11:begin
                 sonuc <= sum_data_y_2 | sum_data_x_2 ;
                 durum=12;
                end
                12:begin
                 sonuc1<=sonuc;
                 durum=13;
                end
                13:begin
                   if(sonuc1<0)begin
                    sonuc1=0;
                   end
                   if (sonuc1>255)begin
                    sonuc1=255;
                   end
                   else begin
                    sonuc1<=sonuc1;
                   end
                  sonuc_done_s<=1;
                  durum=14;
                end
                14:begin
                 i=0;
                 sayac=0;
                 sum_data_x_2=0;
                 sum_data_x=0;
                 mult_data_x [0]=0;
                 mult_data_x [1]=0;
                 mult_data_x [2]=0;
                 mult_data_x [3]=0;
                 mult_data_x [4]=0;
                 mult_data_x [5]=0;
                 mult_data_x [6]=0;
                 mult_data_x [7]=0;
                 mult_data_x [8]=0; 
                 mult_data_x_reg[0]=0;
                 mult_data_x_reg[1]=0;
                 mult_data_x_reg[2]=0;
                 mult_data_x_reg[3]=0;
                 mult_data_x_reg[4]=0;
                 mult_data_x_reg[5]=0;
                 mult_data_x_reg[6]=0;
                 mult_data_x_reg[7]=0;
                 mult_data_x_reg[8]=0;
                 sum_data_y_2=0;
                 sum_data_y=0;
                 mult_data_y [0]=0;
                 mult_data_y [1]=0;
                 mult_data_y [2]=0;
                 mult_data_y [3]=0;
                 mult_data_y [4]=0;
                 mult_data_y [5]=0;
                 mult_data_y [6]=0;
                 mult_data_y [7]=0;
                 mult_data_y [8]=0; 
                 mult_data_y_reg[0]=0;
                 mult_data_y_reg[1]=0;
                 mult_data_y_reg[2]=0;
                 mult_data_y_reg[3]=0;
                 mult_data_y_reg[4]=0;
                 mult_data_y_reg[5]=0;
                 mult_data_y_reg[6]=0;
                 mult_data_y_reg[7]=0;
                 mult_data_y_reg[8]=0;
                 data_i_regx[0]=0;
                 data_i_regx[1]=0;
                 data_i_regx[2]=0;
                 data_i_regx[3]=0;
                 data_i_regx[4]=0;
                 data_i_regx[5]=0;
                 data_i_regx[6]=0;
                 data_i_regx[7]=0;
                 data_i_regx[8]=0;
                 g_sayac=0;
                 sonuc_done_s<=0;
                 durum=0;
                end
            endcase
        end else begin
            g_sayac=0;
            durum=0;
        end
     end
    end
   assign data_o = sonuc1 ;
   assign sonuc_done=sonuc_done_s;
endmodule
==> ./run.sh <==
#!/bin/bash
# OpenROAD 26Q1-2900-gdf79404cd8, Yosys 0.63+post, stock flow scripts
make -C /OpenROAD-flow-scripts/flow DESIGN_CONFIG=/design/flow/config.mk WORK_HOME=/design/flow/orfs finish
==> ./config.mk <==
export PLATFORM = sky130hd
export DESIGN_NAME = sobel1
export DESIGN_NICKNAME = sobel1
export VERILOG_FILES = /design/flow/design.v
export SDC_FILE = /design/flow/constraint.sdc
export NUM_CORES = 4
export LEC_CHECK = 1
export CORE_UTILIZATION = 40
==> ./constraint.sdc <==
current_design sobel1

set clk_period 27.5
set clk_io_pct 0.2

create_clock -name clk0 -period $clk_period [get_ports {clk_i_s}]

set non_clock_inputs [all_inputs -no_clocks]
set_input_delay [expr $clk_period * $clk_io_pct] -clock clk0 $non_clock_inputs
set_output_delay [expr $clk_period * $clk_io_pct] -clock clk0 [all_outputs]
==> CHANGELOG.md <==
### Implementation results

- Status: finished clean
- Area figure in the yosys stat output: between 50000 and 60000 um2
- Number of vias after detailed routing: 34800
- Total core area: 134000 um2
- Pre-Repair DR Iteration Count: 7
- Cells taking the most area after synthesis: edfxtp_1 47%, dfxtp_1 13%, mux4_2 7.5%
- Largest logic family: AND-OR/OR-AND gates
- Layout overhead on the synthesized area: 12.8%
- Cell Rows: 134
- CTS clock-pin slew for the worst setup and hold paths: 0.06 ns
- Post-CTS setup buffer count: 0
- Clock root buffer: clkbuf_16
- Met2 wire len: 63000 um
- Final count of hold timing violations: 0
- Measured slew at the worst slew-check pin: 1.09 ns
- FP Util: between 40% and 50%
- Number of enable flip-flop cells: 845
- Latency at later pin: 0.73 ns
- Cell Count Post-Placement: 6068
- Pre-CTS setup slack: 18.85 ns
- Largest driver fanout on the critical path: 38
- Dpl hpwl: 87100 um
- Number of cells produced by synthesis: 4344
- Max-slew violation count: 0
- Setup_tns: 0 ns
- Chip Footprint: 137000 um2
- Syn Area/Cell: 12.5 um2
- Horizontal die dimension: 371 um
- Count of boundary I/O pins: 85
- Num CTS Buffers: 120
- CP Launch Type: flop
- Clock tree from TritonCTS: built
- Category of the worst setup path capture point: flop
- Worst r2r path cells: 23
- Post-synth ARST share: 0%
- Die y size: 371 um
- Start of the worst register-to-register path: i[3]$_SDFFE_PN0P_
- Post-synth top cells: 845 x edfxtp_1, 580 x nand2_1, 360 x dfxtp_1
- Total global routing overflow: 0
- Hold_buf cts: 0
- Number of H-tree branching levels: 3
- Wire length of the first global-routing pass: approximately 210000 um
- Simple-Gate Fraction of Synth Area: 11.0%
- Dominant Register Cell: edfxtp_1
- Fmax: 119 MHz
- Post-cts resize count: 0
- Deepest clock path buffer count: 3
- Pin count of the biggest net entering global routing: 164
- Top layer reached by signal wires: met5
- Post-synthesis share of cell area spent on xor and xnor gates: 1.80%
- Yosys warnings: 5
- Routability congestion estimate: 0.890
- Number of distinct library cells after synthesis: 74
- Share of cells above drive strength 1: 12.8%
- Cell type with the highest aggregate area in the netlist: edfxtp_1
- Non-filler cells, final: 6297
- Post-detailed-route wirelength per cell: 21.8 um
- Total of flip-flops plus latches after synthesis: ~1200
- Worst setup path startpoint: i[3]$_SDFFE_PN0P_
- CTS sink cnt: between 1000 and 1500
- Worst Hold Class: reg2reg
- Capture point of the critical path: mult_data_y[10][14]$_DFFE_PP_
- Utilization after layout: 45.7%
- Mux cell area share after synthesis: 7.50%
- Routed via count divided by cell count: 5.53
- Remaining routing DRC violations: 0
- Worst path arrival time: a little under 9 ns
- Total of max-cap violations: 0
- Yosys Instances: 4344
- Number of DRC violations after detailed-routing iteration 0: roughly 2300
- WS Path Type: reg2reg
- Number of routed nets with antenna violations: 0
- Synth Area in Adders: 5.25%
- Cell with the most instances after synthesis: edfxtp_1
- Vias in the first global route: ~35000
- Unrepaired setup endpoints after global routing: false
- Aggregate routed wire length: 138000 um
- Setup WS post-layout: between 15 and 20 ns
- Routed met1 length: 54400 um
- Tool Warnings: 39
- Worst reg2reg setup slack: 19.13 ns
- Share of the clock period used by the worst path after layout: 30.4%
- Time the final worst path needs with I/O delays and setup: 8.37 ns
- Fraction of synthesized cell area taken by the top area cell type: 46.7%
- Number of antenna violations at the first check in global routing: 8
- Synth Cell Area: 54400 um2
- Combined global-route utilization of all metal layers: 21.8%
- Number of input and output port buffers inserted: 84
- Data required time at the worst endpoint: 27.93 ns
- Compound-gate portion of the synthesized area: 11.4%
- Portion of the post-synthesis area used by sequential elements: 59.9%
- Clock skew after layout: about 0.042 ns
- Total length of routed met3 wires: 15800 um
- Capture point of the worst reg-to-reg path: mult_data_y[10][14]$_DFFE_PP_
- Max transition margin: between 20 and 30%
- Final setup violation count: 0
## layer usage
layer  up-vias  global-route usage, %
li1      16300                      -
met1     16900                   30.5
met2      1331                   32.1
met3       226                   10.6
met4        16                   5.37
met5         -                  0.944
## logic make-up (layout without fill, tap and decap cells)
family,after synthesis,count (layout)
simple gates,1304,1304
flops,1205,1205
compound gates,935,935
buf+inv,408,592
fa+ha+maj,198,198
mux,182,182
xor+xnor,112,112
other cells,0,1
## worst max-delay path, cell delays in order (launching register included)
cell and delay [ns]:
dfxtp_2 0.82, buf_4 0.59, nand3b_1 0.56, o21ai_4 0.44, buf_4 0.51, nor2_1 0.07, a31oi_1 0.46, nand2_1 0.14
fa_1 0.56, inv_1 0.15, fa_1 0.53, inv_1 0.06, fa_1 0.48, fa_1 0.49, inv_1 0.04, ha_1 0.30
o21ai_0 0.11, a21boi_0 0.25, o21ai_0 0.14, a21oi_1 0.20, o21a_1 0.48, o22a_1 0.23, buf_4 0.26, inv_1 0.16
## worst min path at each step
| stage | to | slack, ns | depth (start not counted) | startpoint |
|---|---|---|---|---|
| CTS | mult_data_x[2][2]$_SDFFE_PP0P_ | 0.45 | 2 | mult_data_x[2][2]$_SDFFE_PP0P_ |
| global route | mult_data_x[2][4]$_SDFFE_PP0P_ | 0.47 | 2 | mult_data_x[2][4]$_SDFFE_PP0P_ |
| finish | mult_data_x[2][3]$_SDFFE_PP0P_ | 0.45 | 2 | mult_data_x[2][3]$_SDFFE_PP0P_ |
## layout make-up
| type | instances | area [um2] |
|---|---|---|
| multi-input cells | 2731 | 20200 |
| well taps | 1768 | 2210 |
| fillers | 11700 | 72800 |
| clock inverters | 60 | 579 |
| clock buffers | 168 | 3290 |
| repair buffers | 212 | 1810 |
| diodes | 1 | 2.50 |
| flip-flops and latches | 1205 | 32600 |
| inverters | 152 | 573 |
## through the flow
stage,hold slack [ns],cell area [um2]
after global routing,0.466,61300
after detailed placement,0.441,57400
final,0.447,61300
after floorplan,0.429,54400
after global placement,0.435,57400
after CTS,0.450,61300
## layout by cell type (no fill, tap or decap), types with 11 or more instances in the layout
cell             Yosys  layout
edfxtp_1           845     845
nand2_1            580     580
dfxtp_1            360     356
a21oi_1            358     340
nor2_1             315     303
mux4_2             180     180
inv_1              151     150
ha_1               148     148
and2_1             150     144
buf_4               12     127
clkbuf_16            0     121
o21ai_0             88      88
a221oi_1            88      88
a22o_1              86      86
clkdlybuf4s50_1      0      84
o21a_1              60      60
xnor2_1             59      59
a211oi_1            55      55
xor2_1              53      53
fa_1                50      50
a31oi_1             48      48
nor3_1              46      40
clkbuf_1           168      38
a22oi_1             37      37
or2_2               33      33
nand3_1             28      28
and3_1              28      28
a21o_1              27      27
nand4_1             27      27
nor4_1              21      21
clkinv_1             1      21
nor2b_1             18      18
a21oi_2              0      18
clkinv_2             0      18
nand2b_1            17      17
or3_1               16      16
a41oi_1             12      12
o31ai_1             11      11
