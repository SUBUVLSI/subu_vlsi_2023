==> design/flow/design.v <==
`timescale 1ns / 1ps
module fp_toplama#(parameter b=32, e=8, m=23)(
    input clk_i,rst_i,en_i,
    input [b-1:0] g1_i,g2_i,
    output [b-1:0] toplam_o);
    integer gec = 0;
    reg [m+1:0] B; 
    reg [m:0] C;               
    reg t_sign;                      
    reg [m:0] Nxm;
    reg [m:0] Nym;
    reg [b-1:0] x,y;
    integer ex_x,ex_y;
    reg [b-2:m] sonus;
    reg[m-1:0] sonmantis;
    reg [b-1:0] Ntoplam;
    integer Nus;
    integer tpsus;
    reg [3:0] durum = 3'b000;
    integer uscikarmax=0;
    integer uscikarmay=0;
    wire [m:0] x_mantissa = {1'b1,g1_i[m-1:0]};
    wire [m:0] y_mantissa = {1'b1,g2_i[m-1:0]};
    integer sayac= 0;
    reg [b-1:0]sonuc;
    assign toplam_o = sonuc;
    reg s_A, s_B, sign;
    reg [b-2:m] e_A, e_B, exp_fark, exp;
    reg [m:0] m_A, m_B;  
    reg [m:0] man;
    reg [b-1:0] fark_o;
    reg [m+1:0] man_s;  
    reg elde;
    always @(posedge(clk_i))begin
        if(rst_i)begin
            durum = 2'b00;
            x=32'd0;
            y=32'd0;
        end
        else begin
            if(en_i == 1) begin
                sayac = sayac + 1;
                case(durum)
                    0:begin  
                       if(sayac<=3)begin    
                           if(gec < 2)begin
                                gec = gec + 1;
                           end else begin
                               gec = 0;
                               if(g1_i == 0 || g2_i == 0)begin
                                    durum = 12;
                               end else begin 
                                    x=g1_i;
                                    y=g2_i;
                                    ex_x=x[b-2:m];
                                    ex_y=y[b-2:m];
                                     if(x[b-1]== y[b-1])begin
                                         t_sign = x[b-1];
                                     end
                                     else if(g1_i[b-1] != g2_i[b-1]) begin
                                            if(g1_i[b-2:m] > g2_i[b-2:m])begin
                                                sign = g1_i[b-1];
                                                durum = 3;
                                            end 
                                            else if(g2_i[b-2:m] > g1_i[b-2:m])begin
                                                sign = g2_i[b-1];
                                                durum = 3;
                                            end else begin
                                                if(g1_i[m-1:0] > g2_i[m-1:0])begin
                                                    sign = g1_i[b-1];
                                                    durum = 3;
                                                end 
                                                if(g2_i[m-1:0] > g1_i[m-1:0])begin
                                                    sign = g2_i[b-1];
                                                    durum = 3;
                                                 end
                                           end
                                     end
                               end
                            end   
                       end else begin
                            durum=1;
                       end
                    end
                    1:begin   
                       x=g1_i;
                       y=g2_i;
                        if(ex_x==ex_y)begin
                            Nus=ex_x; 
                            Nym[m:0] = y_mantissa;
                            Nxm[m:0] = x_mantissa;    
                        end
                        else if(ex_x>ex_y)begin
                                uscikarmax=ex_x-ex_y;
                                Nus = ex_y+ uscikarmax;
                                Nym[m:0] = y_mantissa >> uscikarmax; 
                                Nxm[m:0] = x_mantissa;
                        end
                        else begin
                                uscikarmay=ex_y-ex_x;
                                Nus = ex_x+ uscikarmay;
                                Nxm[m:0] = x_mantissa >> uscikarmay;
                                Nym[m:0] = y_mantissa;
                        end
                        durum = 2;
                    end 
                    2:begin  
                       x=g1_i;
                       y=g2_i;       
                        if(x[b-1]==y[b-1])begin
                            B=Nxm[m:0]+Nym[m:0];
                            if(B==B[m+1:0])begin
                                sonmantis = B[m:1];
                                tpsus = Nus + 1;  
                            end
                            if(B==B[m:0])begin
                                sonmantis = B[m:0];
                                tpsus =Nus; 
                            end
                            durum=12;
                        end else begin
                        end          
                    end
                    3:begin
                        if(g1_i[31] == 1)begin
                            x = {1'b0,g1_i[30:0]};
                        end 
                        else if(g2_i[31] == 1)begin
                            y = {1'b0,g2_i[30:0]};
                        end 
                        durum = 4;
                    end
                    4:begin
                        s_A = x [b-1];
                        s_B = y [b-1];
                        e_A = x [b-2:m];
                        e_B = y [b-2:m];
                        m_A = {1'b1, x[m-1:0]};
                        m_B = {1'b1, y[m-1:0]};
                        durum = 5;
                    end
                    5:begin
                        if (e_A > e_B) begin
                            exp_fark = e_A - e_B; 
                            e_B = e_B + exp_fark;
                            m_B = m_B >> exp_fark;
                            exp = e_A+1;
                            durum = 8;
                       end else begin
                            durum = 6;
                       end
                    end
                    6:begin
                        if(e_A < e_B) begin
                           exp_fark = e_B - e_A;
                           e_A = e_A + exp_fark;
                           m_A = m_A >> exp_fark;
                           exp = e_B+1; 
                           durum = 9;
                          end 
                        else begin
                            durum = 7;
                        end 
                    end
                    7:begin
                        if(m_A >= m_B) begin  
                              exp = e_A+1;
                              durum = 8;
                        end
                        else begin
                           exp = e_B+1;
                           durum = 9;
                        end        
                    end
                    8:begin
                        {elde,man} = m_A - m_B;
                        man_s = {elde,man};
                        durum = 10;
                    end
                    9:begin
                        {elde,man} = m_B - m_A;
                        man_s = {elde,man};
                        durum = 10;
                    end
                    10:begin
                        if (man_s[m+1] == 0) begin
                              man_s = man_s << 1;
                              exp = exp - 1'b1;
                              durum = 10;
                              end      
                              else 
                        durum = 11;
                    end 
                    11:begin
                        sonuc = {sign, exp, man_s[m:1]};
                        durum = 13;
                    end
                    12:begin   
                       if(g1_i== 0 || g2_i == 0)begin
                            if(g1_i == 0 && g2_i != 0)begin
                                sonuc = g2_i;
                                durum = 13;
                            end 
                            else if(g1_i != 0 && g2_i == 0)begin
                                sonuc = g1_i;
                                durum = 13;
                            end else begin
                                sonuc = 0;
                                durum = 13;
                            end
                       end else begin 
                            x=g1_i;
                            y=g2_i;
                            sonuc = {t_sign,tpsus[e-1:0],sonmantis[m-1:0]};  
                            durum = 13;
                       end
                    end   
                    13:begin 
                        x = 0;
                        y = 0;
                        ex_x = 0;
                        ex_y = 0;
                        uscikarmax = 0;
                        uscikarmay = 0;
                        Nus = 0;
                        Ntoplam = 0;
                        sonmantis = 0;
                        B = 0;
                        C = 0;
                        Nxm = 0;
                        Nym = 0;
                        sonus = 0;
                        t_sign = 0;
                        tpsus = 0;
                        durum = 0;
                        sayac = 0;
                        s_A = 0;
                        s_B = 0;
                        e_A = 0;
                        e_B = 0;
                        m_A = 0;
                        m_B = 0;
                    end
                endcase
            end else begin
                x = 0;
                y = 0;
                ex_x = 0;
                ex_y = 0;
                uscikarmax = 0;
                uscikarmay = 0;
                Nus = 0;
                Ntoplam = 0;
                sonmantis = 0;
                B = 0;
                C = 0;
                Nxm = 0;
                Nym = 0;
                sonus = 0;
                t_sign = 0;
                tpsus = 0;
                durum = 0;
                sayac = 0;
            end
        end
    end
endmodule
==> design/flow/run.sh <==
#!/bin/bash
# OpenROAD 26Q1-2900-gdf79404cd8, Yosys 0.63+post, stock flow scripts
make -C /OpenROAD-flow-scripts/flow DESIGN_CONFIG=/design/flow/config.mk WORK_HOME=/design/flow/orfs finish
==> design/flow/config.mk <==
export PLATFORM = sky130hd
export DESIGN_NAME = fp_toplama
export DESIGN_NICKNAME = fp_toplama
export VERILOG_FILES = /design/flow/design.v
export SDC_FILE = /design/flow/constraint.sdc
export NUM_CORES = 4
export LEC_CHECK = 1
export CORE_UTILIZATION = 40
==> design/flow/constraint.sdc <==
current_design fp_toplama

set clk_period 9.7
set clk_io_pct 0.2

create_clock -name clk0 -period $clk_period [get_ports {clk_i}]

set non_clock_inputs [all_inputs -no_clocks]
set_input_delay [expr $clk_period * $clk_io_pct] -clock clk0 $non_clock_inputs
set_output_delay [expr $clk_period * $clk_io_pct] -clock clk0 [all_outputs]
==> changes_impl.md <==
### Metrics

* Remaining global-route overflow at 0
* HP Class: reg2reg
* Ys cells at 3,107
* Power Total at 4.579 mW
* CP Capture Type: flop
* DRC Markers at 0
* Final setup viols at 0
* Yosys warnings at 1
* Post-cts repair resize count at 0
* EDFF count, synth at 298
* Grt peak-use layer: met1
* Reg-to-reg startpoint: e_A[23]
* Clock Tree Buf Depth at 3
* # port buffers at 98
* Clk pwr share at 37.1%
* Std-Cell Rows at 96
* Switching Power at 1.418 mW
* Status: finished, final reports clean
* Synth async-reset ratio at 0%
* Post-synthesis cell count at 3,107
* Final period util at 56.77%
* Drt total wl at 94.26 mm
* Reg2reg end: m_A[1]
* Root buf cell: clkbuf_16
* Int Pwr at 3.161 mW
* Clock Latency Late Sink at 0.60 ns
* CTS Buf Count at 47
* # IOs at 99
* Chip Area, Yosys at 0.02819 sq mm
* Die width at 267.5 um
* Core region area at 0.06919 sq mm
* Largest net degree at the start of global routing at 75
* Dpl hpwl at 70.97 mm
* Final hold slack at 0.4609 ns
* H-tree levels at 2
* Met3 global-route usage at 8.189%
* Setup Buffers After CTS at 0
* Setup Crit Path Kind: reg2reg
* Worst EP required at 10.09 ns
* OpenROAD warning count at 71
* CP max FO at 18
* Setup WS post-layout at 4.193 ns
* Gate power share at 22.9%
* Hold Buf Count CTS at 0
* MI comb area at 0.01662 sq mm
* R2R Setup Slk at 4.19 ns
* CP max-delay cell: a21oi_1
* Main synth FF type: edfxtp_1
* DRT antenna net count at 0
* Crit-path max cell delay at 0.92 ns
* TritonCTS clock tree: built
* Placed inst area at 0.03021 sq mm
* Vias at 24,580
* Vias in the first global route at 23,480
* Maximum vdd drop at 0.0001247 V
* Initial DRC count at 2,165
* Reg clk slew, reported paths at 0.06 ns
* Leakage at 12.32 nW
* Initial antenna violation count at 1
* Areal power density over the cells at 144.5 mW/mm^2
* Syn Area/Cell at 9.074 sq um
* Slew HR at 36.58%
* Cell total after placement at 4,038
* Final hold violation count at 0
* Area delta synth->final at 12.42%
* Sw Ratio at 30.96%
* Fin crit period at 5.507 ns
* GP Congestion at 0.9876
* Yosys xor share at 4.287%
* 1st-pass router iterations at 6
* Non-Filler Instances at 4,126
* Layout cells sized above 1 at 6.917%
* RSZ-0062 raised after global routing: no
* Adders+Majority by Area at 8.290%
* Layout Skew at 0.01945 ns
* Final Instance Area at 0.03169 sq mm
* Most frequent logic cell in the layout: nor2_1
* Met2 usage at 39.75%
* Startpoint Class: flop
* First-pass GRT wire length at 143.0 mm
* Top delay family on crit path: AND-OR/OR-AND gates
* Crit path top cell by count: inv_1
* Pins Over Slew Limit at 0
* F_max at 181.6 MHz
* Wire per inst at 22.85 um
* Drt via density at 5.958
* Post-synth regs at 364
* Antenna Cells at 0
* DP Worst Slack at 4.093 ns
* Total track usage at 27.61%
* FF/Latch Area at 0.01027 sq mm
* Flop pwr share at 40.0%
* Post-Syn Area at 0.02819 sq mm
* Die area at 0.07155 sq mm
* M1 GR Usage at 42.12%
* Hold depth at 2
* Clk sinks at 364
* Seq share, synth at 36.43%
* Crit path cell chain: inv_1, ha_1, inv_1, fa_1, a21oi_1, o221ai_1, nand3_2, nand2_1, nand2_1, a21oi_1, inv_1, o22ai_1, a2bb2oi_1
* Worst hold start: y[28]
* Post-synthesis simple-gate area fraction at 17.69%
* R2R cell count at 13
* Top non-seq family: AND-OR/OR-AND gates
* Yosys cell types at 91
* Worst-margin pin slew at 0.9513 ns
* Hold endpoint: y[28]
* Die Span Y at 267.5 um
* Mux area share at 9.049%
* Fill count at 6,480
* Critical Path AT at 5.89 ns
* Top logic cells by instance count in the layout: nor2_1 (303), edfxtp_1 (298), nand2_1 (285)
* Final setup TNS at 0 ns
* Buf/Inv on CP at 3
* Aoi share at 19.27%
* Max-Cap Viols at 0
* Core Util, Final at 45.81%
* Pre-Place Util at 40.75%
-- cell type report --
cell class | instances | share of cell area, %
Sequential cell | 364 | 32.40
Tap cell | 931 | 3.675
Clock buffer | 56 | 3.979
Timing Repair Buffer | 161 | 4.587
Multi-Input combinational cell | 2396 | 52.43
Inverter | 186 | 2.203
Clock inverter | 32 | 0.7185
-- cell usage after synthesis (63+ instances only) --
master	count	area, sq um
ha_1	166	2077
xnor2_1	90	788.3
mux2i_1	173	1732
o21ai_0	154	770.7
nand2_1	286	1074
dfxtp_1	66	1321
nor2_1	309	1160
edfxtp_1	298	8949
clkbuf_1	127	476.7
nand3_1	134	670.6
inv_1	186	698.2
a21o_1	63	473.0
a21oi_1	229	1146
-- state kept, by name, indices dropped and copies added, names as in the netlist, 23 cells and up --
register   flops
Nxm           24
Nym           24
gec           32
m_A           24
m_B           24
man_s         25
sayac         32
sonmantis     23
sonuc         32
x             31
y             31
-- power groups by stage --
stage / Sequential (mW) / Combinational [mW] / Clock, mW
after CTS: 1.83 / 1.04 / 1.75
after global routing: 1.84 / 1.14 / 1.80
final: 1.83 / 1.05 / 1.70
-- cell families (layout without fill, tap and decap cells) --
group,count (synthesis),count (layout)
DFF,364,364
buffers and inverters,347,435
AOI/OAI and AO/OA,812,812
and+or+nand+nor,1053,1053
xor gates and xnor gates,138,138
adders and majority gates,179,179
muxes,214,214
-- worst max-delay path by stage --
stage | start | endpoint | slack, ns | cells past startpoint
4_1_cts | ex_x[4] | Nym[14] | 4.36 | 16
5_1_grt | ex_x[4] | Nym[14] | 3.91 | 16
6_report | e_A[23] | m_A[1] | 4.19 | 13
-- layer usage --
layer  part of all wire (%)  wire, um
met5                      0         0
met4                    2.9      2710
met3                    9.4      8855
met2                     43     40800
met1                     44     41890
-- tightest hold or removal path, delay by kind of cell (launching register included) --
kind	cells	cell delay, ns
flops	1	0.31
mux	1	0.05
simple gates	1	0.05
Power is estimated from default activity; no workload was simulated.
