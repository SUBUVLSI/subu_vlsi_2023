`/design/flow/design.v`:
```
`timescale 1ns / 1ps
module fp_carpma(
    input clk_i,rst_i,en_i,
    input [31:0] x1_i,x2_i,
    output [31:0] sonuc_o
    );
    reg [31:0] say_x1,say_x2;
    reg sign_1, sign_2;
    reg sign;
    reg [7:0] exp_1,exp_2;
    reg [7:0] exp;
    reg [23:0] man_1,man_2;
    reg [22:0] man;
    reg [47:0] man_ara=0;
    reg [3:0] durum=0;
    integer sayac=0, say_ic=24;
    reg [31:0] snc;
    assign sonuc_o = snc;
    always @(posedge clk_i) begin
        if (rst_i) begin
            sign=0;
            man=0;
            exp=0;
            durum=0;
            say_ic=24;
        end
        else begin 
            if(en_i==1)begin
                sayac=sayac+1;
                case (durum)
                    0:begin
                        if(sayac <=3)begin
                            if(x1_i == 0 || x2_i == 0)begin
                                durum = 5;
                            end else begin 
                                say_x1=x1_i;
                                say_x2=x2_i;
                                sign_1=say_x1[31];
                                sign_2=say_x2[31];
                                exp_1=say_x1[30:23];
                                exp_2=say_x2[30:23];
                                man_1[22:0]=say_x1[22:0];
                                man_2[22:0]=say_x2[22:0];
                                sign = sign_1  ^  sign_2;
                                exp = exp_1 + exp_2  - 8'b0111_1111;
                                man_1[23]={1'b1};
                                man_2[23]={1'b1};
                            end
                        end else begin
                            durum=1;
                        end
                    end
                    1:begin              
                        man_ara=man_ara << 1;
                        say_ic = say_ic - 1;
                        durum=2;
                    end
                    2:begin
                        if (man_2[say_ic]==1) begin
                            man_ara = man_ara +  man_1;
                            durum=3;
                        end
                        else begin
                            durum=3; 
                        end     
                    end 
                    3:begin
                        if (say_ic != 0) begin
                            durum=1;
                        end
                        else begin
                            durum=4; 
                        end
                    end  
                    4:begin
                        if(man_ara[47] == 0)begin
                            man_ara = man_ara << 2 ;
                            man = man_ara[47:25]; 
                            durum = 5;
                        end
                        else begin
                            man_ara = man_ara << 1 ;
                            man = man_ara[47:25];
                            exp = exp + 1'b1;
                            durum = 5;
                        end  
                    end
                    5:begin
                        if(x1_i == 0 || x2_i == 0)begin 
                            snc = 0;
                            durum = 6;
                        end else begin
                            snc = {sign,exp,man};
                            durum = 6;
                        end
                    end
                    6:begin
                        sign_1 = 0;
                        sign_2 = 0;
                        sign = 0 ;
                        say_x1 = 0;
                        say_x2 = 0;
                        man_1 = 0;
                        man_2 = 0;
                        man = 0;
                        man_ara = 0;
                        exp_1 = 0;
                        exp_2 = 0;
                        exp = 0;
                        say_ic=24;
                        sayac = 0;
                        durum = 0;
                    end
                endcase    
            end else begin
                sign_1 = 0;
                sign_2 = 0;
                sign = 0 ;
                say_x1 = 0;
                say_x2 = 0;
                man_1 = 0;
                man_2 = 0;
                man = 0;
                man_ara = 0;
                exp_1 = 0;
                exp_2 = 0;
                exp = 0;
                say_ic=24;
                sayac = 0;
                durum = 0;
            end
        end     
    end
endmodule
```
`/design/flow/run.sh`:
```
#!/bin/bash
# OpenROAD 26Q1-2900-gdf79404cd8, Yosys 0.63+post, stock flow scripts
make -C /OpenROAD-flow-scripts/flow DESIGN_CONFIG=/design/flow/config.mk WORK_HOME=/design/flow/orfs finish
```
`/design/flow/config.mk`:
```
export PLATFORM = sky130hd
export DESIGN_NAME = fp_carpma
export DESIGN_NICKNAME = fp_carpma
export VERILOG_FILES = /design/flow/design.v
export SDC_FILE = /design/flow/constraint.sdc
export NUM_CORES = 4
export LEC_CHECK = 1
export CORE_UTILIZATION = 50
```
`/design/flow/constraint.sdc`:
```
current_design fp_carpma

set clk_period 12.0
set clk_io_pct 0.2

create_clock -name clk0 -period $clk_period [get_ports {clk_i}]

set non_clock_inputs [all_inputs -no_clocks]
set_input_delay [expr $clk_period * $clk_io_pct] -clock clk0 $non_clock_inputs
set_output_delay [expr $clk_period * $clk_io_pct] -clock clk0 [all_outputs]
```
==> metrics.yaml <==
outcome: "complete, no violations"
area_leaders: "edfxtp_1 (35%), dfxtp_1 (9.9%), nor2_1 (4.5%)"
synth_chip_area_um2: 13500
die_h_um: 166
endpoint: "man_1[8]$_SDFFCE_PP0P_"
diodes: 0
layout_min_cycle_time_ps: 5050
core_area_um2: 26300
synth_area_um2: 13500
synth.avg_cell_area_um2: 9.64
total_leakage_power_uw: 0.00541
grt-ovfl-total: 0
netlist_top_cells_count: "nor2_1 (160), edfxtp_1 (159), nand2_1 (97)"
critPathMaxFanout: 47
dp.cells: 1762
slew_headroom: 0.405
drc_errors: 0
synth-edff-count: 159
num_rows: 59
ctsResizeCount: 0
area_delta_synth_final_pct: 15.3
min_path_type: "register to register"
reg2regPathDepth: 9
critical_path_class: "primary input to register"
ir_drop_mv: 0.113
cp.required_ps: 12170
ys_cells: 1398
antenna_found_initial: 0
maxCapViolCount: 0
cp_top_family: "buffers and inverters"
vias_per_cell: 5.92
io_buffer_count: 98
hpwl_um: 22000
setup_viol: 0
slowest_delay_ps: 520
ys_seq_elements: 226
postCtsHoldBufs: 0
clkLatencyLatePin_ps: 530
cp_num_buf_inv: 3
post_synth_num_cell_types: 81
yosys_warnings: 1
r2r_slack_ps: 7770
top_area_frac: 0.354
post_route_cells_drive_above_1_share: 0.0793
worst_slew_pin_slew_ps: 890
core_util_floorplan: 0.513
yosysTopAreaCell: "edfxtp_1"
final_cells: 1810
warnings: 28
syn_inst: 1398
die_w_um: 166
p_per_area_nw_per_um2: 121
clkTransAtPathRegs_ps: 60
grt_pass1_vias: 10048
clock-sinks: 226
cts_max_path_buffers: 3
htreeDepth: 1
drt-pass1-iter-count: 16
path_cells: "clkdlybuf4s50_1, nor4_1, nand4_1, o22a_1, buf_4, nor3b_1, a31oi_4, or3_4, a21oi_4, buf_4"
cp_num_cells: 10
yosys_most_used_dff: "edfxtp_1"
ys_seq_frac: 0.454
cts_root_buf: "clkbuf_16"
fill_cells: 2203
final_util: 0.591
ant_nets: 0
io-pin-count: 99
cts_buffers: 26
wl_per_cell_um: 17.6
synthArstFlopShare: 0
totalNegativeSetupSlack_ps: 0
finalHoldViolations: 0
fin_crit_sh: 0.421
crit_slowest_cell: "clkdlybuf4s50_1"
vias: 10709
comb_area_um2: 6960
r2r_start: "sayac[2]$_SDFFCE_PP0N_"
r2r_end: "man_1[8]$_SDFFCE_PP0P_"
cp-start-kind: "primary input"
hp-start: "man[6]$_SDFFE_PP0N_"
grt_usage: 0.248
cts_tree: "built"
max_freq_mhz: 198
critPathLaunch: "x1_i[28]"
first_iter_violations: 747
finalClockSkew_ps: 8.85
drt-total-wl_um: 31900
slew_viol_final: 0
rsz0062_at_grt: "false"
cpMostUsedCell: "buf_4"
postCtsSetupRepairBufs: 0
gp_congestion: 0.905
critPathCaptureType: "register"
dieArea_um2: 27600
grt_first_pass_wirelength_um: 53000
crit_arrival_ps: 5220
regArea_um2: 6120
grt_max_degree: 58
top_cell: "nor2_1"
[layer usage]
layer | global-route usage | vias to the layer above | share of wire
met1 | 0.417 | 4940 | 0.48
met2 | 0.346 | 362 | 0.42
met4 | 0.0330 | 0 | 0.011
met5 | 0 | - | 0
met3 | 0.0706 | 25 | 0.088
li1 | - | 5382 | -
[flip-flops by register name, indices dropped and copies added (netlist names)]
signal and cells:
exp 8, man_2 24, say_ic 32, durum 3, man_1 23, sayac 32, man 23, man_ara 48
sign 1, snc 32
[cell usage in the layout, fill, tap and decap left out, types with 17 or more instances in the layout]
master,count
edfxtp_1,159
nor2_1,158
clkdlybuf4s50_1,98
nand2_1,96
and2_1,87
a21oi_1,85
dfxtp_1,67
nand3_1,51
ha_1,41
o21ai_0,40
xnor2_1,35
nor3_1,35
nor4_1,28
xor2_1,28
o211ai_1,28
mux2i_1,27
a22oi_1,27
clkbuf_16,27
inv_1,26
buf_4,21
and3_1,18
nand4_1,17
[per-stage QoR]
step	area [µm²]	hold WS (ps)	power (µW)	setup slack [ps]
2_1_floorplan	13500	433	1070	4780
3_3_place_gp	14700	457	1140	6460
3_5_place_dp	14700	468	1140	6410
4_1_cts	15500	484	1900	6970
5_1_grt	15500	497	1960	6750
6_report	15500	479	1880	6950
[worst reg2reg max path, stage by stage (launching register included)]
cell and delay (ps):
edfxtp_1 440, nand3_1 300, or4_1 720, nor4_1 610, xnor2_1 230, nor3b_1 430
a31oi_4 90, or3_4 380, a21oi_4 150, buf_4 510
[power by group]
part           switching, µW  internal [µW]  leakage (µW)
clock                    318            430      0.000397
combinational            127            103       0.00293
sequential              33.6            868       0.00208
total                    479           1400       0.00541
[worst min-delay path by stage]
stage,slack [ps],cells after the start,end
finish,480,2,man[6]$_SDFFE_PP0N_
global route,500,2,man[12]$_SDFFE_PP0N_
CTS,480,2,man[12]$_SDFFE_PP0N_
[cells by family (layout without fill, tap and decap cells)]
kind of cell	after synthesis	count (layout)	synth area share
compound gates	322	322	0.167
xor+xnor	63	63	0.0409
fa+ha+maj	43	43	0.0410
simple gates	580	580	0.222
mux	47	47	0.0418
buf+inv	117	194	0.0330
flops	226	226	0.454
[layout make-up]
type	count	share of cell area
Multi-Input combinational cell	1055	0.448
Sequential cell	226	0.393
Timing Repair Buffer	119	0.0733
Clock buffer	34	0.0471
Tap cell	335	0.0270
Inverter	27	0.00652
Clock inverter	14	0.00507
Power is estimated from default activity; no workload was simulated.
